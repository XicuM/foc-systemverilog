==> constraint.sdc <==
current_design sector_selector

set clk_period 12.0
set clk_io_pct 0.2

create_clock -name clk0 -period $clk_period

set non_clock_inputs [all_inputs -no_clocks]
set_input_delay [expr $clk_period * $clk_io_pct] -clock clk0 $non_clock_inputs
set_output_delay [expr $clk_period * $clk_io_pct] -clock clk0 [all_outputs]
==> run.sh <==
#!/bin/bash
# OpenROAD 26Q1-2900-gdf79404cd8, Yosys 0.63+post, stock flow scripts
make -C /OpenROAD-flow-scripts/flow DESIGN_CONFIG=/design/flow/config.mk WORK_HOME=/design/flow/orfs finish
==> config.mk <==
export PLATFORM = sky130hd
export DESIGN_NAME = sector_selector
export DESIGN_NICKNAME = sector_selector
export VERILOG_FILES = /design/flow/design.v
export SDC_FILE = /design/flow/constraint.sdc
export NUM_CORES = 4
export LEC_CHECK = 1
export CORE_UTILIZATION = 30
==> design.v <==
`timescale 1ns / 1ps
module sector_selector #(
    parameter WIDTH = 10,
    parameter FRACTIONAL_BITS = 8
)(
    input logic signed [WIDTH-1:0] alpha, beta,
    output logic [2:0] sector
);
    localparam logic signed [WIDTH+FRACTIONAL_BITS-1:0] 
        SQRT_3 = $rtoi((1<<FRACTIONAL_BITS)*$sqrt(3));
    logic signed [WIDTH-1:0] temp;
    always_comb begin
        temp = (SQRT_3*alpha) >>> FRACTIONAL_BITS;
        sector[2] = (temp-beta) > 0;
        sector[1] = (temp+beta) > 0;
        sector[0] = beta < 0;
    end
endmodule
==> flow_summary.json <==
{
  "syn-cell-area_um2": 2860,
  "syn2layout_area_growth_pct": 12.34,
  "grt_pass1_vias": 2100,
  "cp_num_buf_inv": 5,
  "holdCritStartpoint": "beta[9]",
  "yosysWarnings": 1,
  "antenna_left": 0,
  "io_pins": 23,
  "required_ns": 9.60,
  "tightest_slew_ns": 0.4128,
  "synth_cell_types": 52,
  "whs_path_depth": 2,
  "finalHoldViolCount": 0,
  "n_fill_cell": 944,
  "cp_slowest_stage_delay_ns": 0.57,
  "crit_cells": 23,
  "slew_violations": 0,
  "setup_tns_ns": 0,
  "initCoreUtil_pct": 30.95,
  "tool_warnings": 44,
  "clock_buffers": 0,
  "instances_no_fill": 467,
  "gp_congestion": 0.8886,
  "coreArea_um2": 9240,
  "slowest_stage": "fa_1",
  "synth_top_cell_by_count": "ha_1",
  "final.period_utilization_pct": 96.27,
  "slew-limit-headroom_pct": 72.28,
  "arrival_ns": 9.15,
  "drtIter0Drc": 38,
  "rsz0062_at_grt": "no",
  "grtUsageTotal_pct": 11.54,
  "crit_chain": "clkdlybuf4s50_1, fa_1, fa_1, fa_1, fa_1, inv_1, fa_1, inv_1, ha_1, nand2_1, a21o_1, o311ai_4, o21ai_2, nor2b_1, xnor2_1, ha_1, inv_2, a2111oi_4, o41a_1, o2111ai_1, nor4b_1, o32ai_1, clkdlybuf4s50_1",
  "row_count": 35,
  "port_buffers": 23,
  "postLayoutCellArea_um2": 3213,
  "num_vias": 2162,
  "wirelength_mm": 5.343,
  "dieArea_um2": 9928,
  "critPathCaptureType": "output port",
  "fmax_mhz": 86.56,
  "start_kind": "primary input",
  "wl_per_cell_um": 11.44,
  "grt_pass1_wl_mm": 9.266,
  "crit_top_cell": "fa_1",
  "drc": 0,
  "hold_path_end": "sector[0]",
  "overflow": 0,
  "hpwlAfterDp_mm": 4.913,
  "grt_max_degree": 11,
  "ys_area_um2": 2860,
  "viasPerCell": 4.630,
  "nFlopsAndLatches": 0,
  "place_area_um2": 3207,
  "yosys.area.top_type_share_pct": 34.56,
  "path_max_fanout": 10,
  "die.size.y_um": 99.64,
  "synth_stat.cells": 321,
  "min_path_type": "primary input to output port",
  "antenna_found_initial": 0,
  "dpl.cell_count": 467,
  "drive_gt1_share_pct": 3.254,
  "area_leaders": "ha_1 35%, fa_1 20%, inv_1 7.2%",
  "maxCapViolations": 0,
  "yosysTopAreaCell": "ha_1",
  "setup_viol_count_final": 0,
  "n_antenna_cell": 0,
  "status": "finished clean",
  "cts_hold_buf": 0,
  "first_pass_iters": 4,
  "fp.dieW_um": 99.64,
  "fin_crit_ns": 11.55,
  "top_cells_by_count": "79 x ha_1, 55 x inv_1, 29 x fa_1, 16 x a21oi_1",
  "yosysSeqAreaShare_pct": 0,
  "crit_type": "primary input to output port",
  "regArea_um2": 0,
  "avgSynthCellArea_um2": 8.910,
  "crit_family": "adder cells",
  "synthCells": 321
}
[layout by cell type, fill, tap and decap left out, drive strengths merged, types with 2 or more instances in the layout]
master and count:
or2 2, a2111oi 2, o21bai 2, o311ai 2, nand3 2, a21o 8, inv 56, nand4 3
fa 29, xor2 7, nor2 16, nand2b 3, a31oi 3, nand2 11, o2111ai 3, nor2b 8
nor3 8, clkdlybuf4s50 23, nor4b 3, ha 79, a21oi 17, o21ai 9, o41ai 2, a211oi 5
xnor2 15, o31ai 3, o21ba 2
[per-stage QoR]
| step | utilization [%] | hold WS [ns] | worst slack [ns] |
|---|---|---|---|
| floorplan | - | 4.866 | 1.974 |
| global placement | 34.71 | 5.655 | 0.4509 |
| detailed placement | 34.71 | 5.659 | 0.3109 |
| CTS | 34.71 | 5.650 | 0.3245 |
| global route | 34.77 | 5.672 | 0.05628 |
| finish | 34.77 | 5.647 | 0.4479 |
[cells by family after synthesis]
| group | Yosys count | synth area share (%) |
|---|---|---|
| AOI/OAI and AO/OA | 66 | 17.54 |
| xor gates and xnor gates | 22 | 6.737 |
| adders and majority gates | 108 | 54.86 |
| buffers and inverters | 62 | 8.924 |
| muxes | 1 | 0.3500 |
| and+or+nand+nor | 62 | 11.59 |
[how the worst max path moves through the flow]
stage	slack [ns]	endpoint	startpoint
5_1_grt	0.06	sector[2]	alpha[4]
4_1_cts	0.32	sector[2]	alpha[4]
6_report	0.45	sector[2]	alpha[4]
[cell type report]
cell class	count	area, um2	area share [%]
multi-input cells	259	2611	81.27
repair buffers	23	230.2	7.165
inverters	56	210.2	6.542
well taps	129	161.4	5.023
[metal layers]
metal  track usage, %  vias up  routed length (um)
li1                 -     1148                   -
met1            17.66      978                2749
met2            18.75       36                2347
met3            1.716        0                 247
met4                0        0                   0
met5                0        -                   0
[what timing repair did]
item | CTS | global route
setup endpoints to repair | 0 | 1
gates resized | 0 | 2
hold endpoints to repair | 0 | 0
setup buffers | 0 | 0
