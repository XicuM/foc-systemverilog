File: design/flow/run.sh
#!/bin/bash
# OpenROAD 26Q1-2900-gdf79404cd8, Yosys 0.63+post, stock flow scripts
make -C /OpenROAD-flow-scripts/flow DESIGN_CONFIG=/design/flow/config.mk WORK_HOME=/design/flow/orfs finish
File: design/flow/config.mk
export PLATFORM = sky130hd
export DESIGN_NAME = inv_clarke
export DESIGN_NICKNAME = inv_clarke
export VERILOG_FILES = /design/flow/design.v
export SDC_FILE = /design/flow/constraint.sdc
export NUM_CORES = 4
export LEC_CHECK = 1
export CORE_UTILIZATION = 30
File: design/flow/constraint.sdc
current_design inv_clarke

set clk_period 18.0
set clk_io_pct 0.2

create_clock -name clk0 -period $clk_period

set non_clock_inputs [all_inputs -no_clocks]
set_input_delay [expr $clk_period * $clk_io_pct] -clock clk0 $non_clock_inputs
set_output_delay [expr $clk_period * $clk_io_pct] -clock clk0 [all_outputs]
File: design/flow/design.v
`timescale 1ns / 1ps
module inv_clarke #(
    parameter WIDTH = 10,
    parameter FRACTIONAL_BITS = 8
)(
    input logic signed [WIDTH-1:0] alpha, beta,
    output logic signed [WIDTH-1:0] a, b, c
);
    localparam logic signed [WIDTH+FRACTIONAL_BITS-1:0] 
        SQRT_3 = $rtoi($itor(1<<(FRACTIONAL_BITS-1))*$sqrt(3));
    logic signed [WIDTH+FRACTIONAL_BITS-1:0] temp;
    assign a = alpha;
    assign temp = beta * SQRT_3;
    assign b = (temp >>> FRACTIONAL_BITS) - (alpha >>> 1);
    assign c = -(temp >>> FRACTIONAL_BITS) - (alpha >>> 1);
endmodule
==> impl_metrics.yaml <==
# generated from flow reports
route:
  wl_per_cell_um: 9.50
  drc: 0
  ant_nets: 0
  diodes: 0
  num_vias: 1948
  firstDrtPassIters: 4
  drt-initial-drc-count: 47
  routed_via_density: 4.19
  totalWireLength_um: 4420
cells_and_area:
  clkbuf_count: 0
  register_area_um2: 0
  fillers: 880
  area_growth_pct: 19.7
  logic_area_mm2: 0.00226
  drive_above_1_share: 0.0252
  fin_cells: 465
  ff_count: 0
floorplan:
  boundaryPins: 50
  die_w_um: 97.0
  dieArea_mm2: 0.00941
  fp_util: 0.311
  fp.dieH_um: 97.0
  coreArea_mm2: 0.00872
  std_cell_rows: 34
sta:
  maxSlewViolCount: 0
  period_used_share: 0.742
  finalSetupTns_ps: 0
  fin_ws_ps: 4640
  rsz0062_at_grt: "no"
  fmax_mhz: 74.9
  finalCriticalPeriod_ps: 13360
  max-slew-margin-rel: 0.680
  tightest_slew_ps: 474
  hold_viol_final: 0
  setup_violations: 0
  whs_ps: 7200
flow_run:
  maxCapViolCount: 0
  warnings: 44
grt:
  grt_max_degree: 7
  grt_overflow: 0
  antenna_found_initial: 0
  grt_pass1_vias: 2025
  grt_pass1_wl_um: 8330
  grt_usage: 0.105
logic_synthesis:
  yosysTopAreaCellShare: 0.323
  synth_cell_types: 36
  ys_chip_area_mm2: 0.00271
  area_leaders: "ha_1 (32%), fa_1 (24%), inv_1 (14%), xnor2_1 (5.8%), buf_4 (3.0%)"
  yosysWarnings: 0
  ys_cells: 320
  synth_top_cell_by_area: "ha_1"
  syn-cell-area_mm2: 0.00271
  synthCells: 320
  syn_avg_cell_area_um2: 8.47
  ys_seq_frac: 0
min_path:
  hp-class: "in -> out"
setup_path:
  worst_ep_required_time_ps: 14400
  critPathCaptureType: "primary output"
  crit_arrival_ps: 9760
  critical_path_class: "in -> out"
  critical_path.max_fanout: 4
  start_kind: "primary input"
place:
  dp_hpwl_um: 4290
  place_inst: 465
  post-place-ws_ps: 4550
  port_buffers: 48
  gp_congestion: 0.827
clock_network:
  cts_setup_buffers: 0
  cts.repair.resized: 0
  hold_buffers: 0
outcome:
  status: "finished, final reports clean"
-- routing by layer --
layer	up-vias	global-route usage	part of all wire
met5	-	0	0
met4	0	0	0
met3	0	0.00735	0.032
met2	29	0.179	0.44
met1	863	0.157	0.53
li1	1056	-	-
-- cell usage after synthesis --
cell type and instances:
o21ba_2 1, o31ai_1 1, o41a_1 1, fa_1 33, nand2_1 6, and4_4 1, or3_1 1, a211oi_1 1
and4_1 1, buf_4 11, a21oi_1 10, nand2b_1 1, o21ai_1 1, nor2b_1 5, nor2_1 18, o21bai_1 2
a31o_2 1, or2_1 1, o31a_1 1, o2bb2ai_1 1, o21a_1 2, o21ai_0 6, o41ai_1 3, xnor2_1 18
o21a_4 1, ha_1 70, inv_1 98, or4b_4 1, xor2_1 7, and2_1 2, nand4_2 1, nor3_1 5
nand3_1 1, a21oi_2 3, a21o_1 3, and3_1 1
-- cell usage in the layout (no fill, tap or decap), types with 2 or more instances in the layout --
cell type	instances
nand2_1	6
a21oi_1	10
a21oi_2	3
o21a_1	2
inv_1	98
nor3_1	5
nor2_1	18
fa_1	33
clkdlybuf4s50_1	48
xor2_1	7
xnor2_1	18
and2_1	2
o41ai_1	3
nor2b_1	5
o21ai_0	6
ha_1	70
a21o_1	3
o21bai_1	2
-- cells by family (layout without fill, tap and decap cells) --
family          Yosys count  in the layout  share of synthesized area
buf+inv                 109            146                      0.166
simple gates             45             45                     0.0868
compound gates           38             38                     0.0988
xor+xnor                 25             25                     0.0808
fa+ha+maj               103            103                      0.567
-- critical path, stage by stage --
cell	delay [ps]
clkdlybuf4s50_1	500
ha_1	330
inv_1	130
fa_1	460
fa_1	520
fa_1	540
inv_1	40
ha_1	330
and4_4	240
nand2_1	50
nand2_1	120
xor2_1	300
ha_1	310
ha_1	230
fa_1	410
a21oi_1	140
nor2b_1	70
nor3_1	140
nor2_1	90
o41ai_1	400
xnor2_1	190
xnor2_1	140
clkdlybuf4s50_1	470
-- metrics by stage --
step                      area (µm²)   util
after floorplan                 2710      -
after global placement          3240  0.372
after detailed placement        3240  0.372
after CTS                       3240  0.372
after global routing            3240  0.372
final                           3240  0.372
-- path summary, 6_finish.rpt --
path	slack, ps	start	to	cells after the start
max	4640	beta[4]	c[9]	23
min	7200	alpha[0]	a[0]	0
-- final cells by class --
class | instances | area share
Tap cell | 108 | 0.0417
Multi-Input combinational cell | 211 | 0.697
Inverter | 98 | 0.113
Timing Repair Buffer | 48 | 0.148
