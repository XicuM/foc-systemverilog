$ cat ./constraint.sdc
current_design inverter

set clk_period 3.7
set clk_io_pct 0.2

create_clock -name clk0 -period $clk_period

set non_clock_inputs [all_inputs -no_clocks]
set_input_delay [expr $clk_period * $clk_io_pct] -clock clk0 $non_clock_inputs
set_output_delay [expr $clk_period * $clk_io_pct] -clock clk0 [all_outputs]
$ cat ./run.sh
#!/bin/bash
# OpenROAD 26Q1-2900-gdf79404cd8, Yosys 0.63+post, stock flow scripts
make -C /OpenROAD-flow-scripts/flow DESIGN_CONFIG=/design/flow/config.mk WORK_HOME=/design/flow/orfs finish
$ cat ./config.mk
export PLATFORM = sky130hd
export DESIGN_NAME = inverter
export DESIGN_NICKNAME = inverter
export VERILOG_FILES = /design/flow/design.v
export SDC_FILE = /design/flow/constraint.sdc
export NUM_CORES = 4
export LEC_CHECK = 1
export CORE_AREA = 10 10 70 70
export DIE_AREA = 0 0 80 80
$ cat ./design.v
`timescale 1ns / 1ps
module inverter #(
    parameter WIDTH = 16,
    parameter FRACTIONAL_BITS = 8
)(
    input logic [5:0] gates,
    input logic signed [WIDTH-1:0] v_dc, 
    output logic signed [WIDTH-1:0] v_a, v_b, v_c
);
    always_comb
        case (gates)
            6'b000001: begin v_a <= v_dc; v_b <= 0;    v_c <= 0;    end
            6'b000010: begin v_a <= 0;    v_b <= v_dc; v_c <= 0;    end
            6'b000100: begin v_a <= 0;    v_b <= 0;    v_c <= v_dc; end
            6'b001000: begin v_a <= 0;    v_b <= v_dc; v_c <= v_dc; end
            6'b010000: begin v_a <= v_dc; v_b <= 0;    v_c <= v_dc; end
            6'b100000: begin v_a <= v_dc; v_b <= v_dc; v_c <= 0;    end
            default:   begin v_a <= 0;    v_b <= 0;    v_c = 0;    end
        endcase
endmodule
==> results.tsv <==
metric	value	unit
Seq cells	0	
WL per Instance	18.47	µm
RSZ-0062 raised after global routing	false	
number of global-route vias before repair	1253	
hpwl dp	3421	µm
initial antenna violation count	0	
final weighted congestion in routability-driven placement	0.7806	
die area	6400	µm²
cells after synthesis	109	
row cnt	21	
Slowest cell on crit path	clkdlybuf4s50_1	
CP Class	in -> out	
share of cells above drive strength 1	0.2486	
final worst-path cycle share	0.9633	
cell mode on critical path	clkdlybuf4s50_1	
synthesized area	1197	µm²
crit path time final	3.564	ns
HP Class	in -> out	
Min Hold Slack	2.427	ns
status	complete, no violations	
P_leak	0.5173	nW
Overall Global Routing Usage	0.1203	
Worst EP arrival	2.82	ns
worst hold path depth	4	
yosys stat chip area	1197	µm²
crit path max fanout	10	
Largest stage delay, worst path	0.53	ns
Clock Buffer Count	0	
first-pass GRT wire length	6520	µm
Relative slew margins	0.6285	
Critical Path End Type	output pin	
max-slew violations	0	
pin count of the biggest net entering global routing	21	
Die Y	80	µm
antenna-violating nets left	0	
Fin. Hold Viols	0	
Power Density	87.48	nW/µm²
core box area	3416	µm²
Resize count post-CTS	0	
DRT Wirelength	4044	µm
Antenna Cells	0	
Synth-to-Final Area Change	62.07	%
hold bufs inserted after CTS	0	
Setup TNS	0	ns
tool warnings	32	
Critical Path RT	2.96	ns
Vias/cell	5.502	
I/O Pins	70	
max_cap viols	0	
Chip Width	80	µm
Pre-Repair DR Iteration Count	4	
crit path cell chain	clkdlybuf4s50_1 > or3_1 > buf_4 > a2111oi_2 > clkdlybuf4s50_1	
final tally of setup violations	0	
Achievable Freq	280.6	MHz
Worst Max-Slew Pin Slew	0.5533	ns
DRT iter0 DRCs	47	
total number of vias	1205	
Setup Buffers After CTS	0	
Port Buffer Count	70	
register share after synthesis	0	
global route overflow	0	
Ys Warns	1	
DRC Markers	0	
area occupied by registers	0	µm²
Peak VDD IR	0.00006044	V
Pre-Place Util	0.3505	
crit start category	input pin	
Distinct cells, synth	18	
yosys stat cell total	109	
syn avg cell area	10.99	µm²
per-layer routing:
| metal | wire length [µm] | track usage | part of all wire |
|---|---|---|---|
| met1 | 1803 | 0.1609 | 0.45 |
| met2 | 2007 | 0.2079 | 0.50 |
| met3 | 233 | 0.02045 | 0.058 |
| met4 | 0 | 0 | 0 |
| met5 | 0 | 0 | 0 |
through the flow:
step           utilization  setup WS (ns)  instance area (µm²)  power [mW]  std cells
6_report            0.5681         0.1357                 1941      0.1698        219
5_1_grt             0.5681        0.01028                 1941      0.1834        219
4_1_cts             0.5681         0.1230                 1941      0.1712        219
3_5_place_dp        0.5681         0.1247                 1941      0.1712        219
3_3_place_gp        0.5681         0.1783                 1941      0.1687        219
2_1_floorplan            -          1.179                 1197      0.1032        109
kinds of logic (layout without fill, tap and decap cells):
logic type | Yosys count | after routing | synth area share
AND-OR/OR-AND | 51 | 51 | 0.6562
XOR/XNOR | 3 | 3 | 0.02195
buffers and inverters | 37 | 101 | 0.1734
AND/OR/NAND/NOR | 18 | 18 | 0.1484
where the power goes:
| group | switching (mW) | internal (mW) | total, mW |
|---|---|---|---|
| sequential | 0 | 0 | 0 |
| clock | 0 | 0 | 0 |
| combinational | 0.0968 | 0.0730 | 0.170 |
cells in the mapped netlist (all sizes together):
cell type / n / area share
xnor2: 3 / 0.022
buf: 13 / 0.098
inv: 18 / 0.056
clkbuf: 6 / 0.019
or4b: 16 / 0.13
or3: 2 / 0.015
a2111oi: 32 / 0.54
a211oi: 16 / 0.10
o21a: 3 / 0.019
worst max-delay path: cells and delay by family:
family	cells	cell delay, ns
buffers and inverters	3	1.26
AND-OR/OR-AND	1	0.36
AND/OR/NAND/NOR	1	0.47
path summary, 6_finish.rpt:
path / from / slack [ns] / end
setup / recovery: gates[2] / 0.14 / v_a[5]
hold / removal: v_dc[15] / 2.43 / v_b[15]
layout by cell type, fill, tap and decap left out:
master | Yosys | final
xnor2_1 | 3 | 1
or4b_1 | 10 | 10
inv_1 | 18 | 18
a2111oi_1 | 5 | 5
a2111oi_2 | 3 | 3
xnor2_2 | 0 | 2
buf_12 | 2 | 1
a2111oi_4 | 18 | 18
a211oi_1 | 16 | 16
or3_4 | 1 | 1
or3_1 | 1 | 1
a2111oi_0 | 6 | 6
or4b_2 | 6 | 6
o21a_1 | 3 | 3
buf_4 | 2 | 12
clkdlybuf4s50_1 | 0 | 70
area by class of cell:
type / count / area, µm²
Multi-Input combinational cell: 72 / 1005
Timing Repair Buffer: 83 / 810.8
Fill cell: 300 / 1475
Inverter: 18 / 67.56
Tap cell: 46 / 57.56
No activity file was given, so power comes from the tool's default toggle rates.
